## flow/design.v

```verilog
module jump_beq(
	input[31:0] IR,
	input[31:0] a,
	input[31:0] b,
	output reg[25:0] address,
	output reg jump,
	output reg beq
);
always@(IR,a,b) begin
  jump <= ( IR[31:26] == 6'b000010  ) ? 1 : 0 ;  
  beq  <= ( IR[31:26] == 6'b000100 && ( a==b ) ) ? 1 : 0;
  if(IR[31:26] == 6'b000010) begin
    address <= IR[16:0];
  end
  else if (IR[31:26] == 6'b000100 && ( a==b )) begin
    address <= IR[16:0];
  end
  else begin
    address <= 0;
  end
end
endmodule
```

## flow/run.sh

```bash
#!/bin/bash
# OpenROAD 26Q1-2900-gdf79404cd8, Yosys 0.63+post, stock flow scripts
make -C /OpenROAD-flow-scripts/flow DESIGN_CONFIG=/design/flow/config.mk WORK_HOME=/design/flow/orfs finish
```

## flow/config.mk

```make
export PLATFORM = sky130hd
export DESIGN_NAME = jump_beq
export DESIGN_NICKNAME = jump_beq
export VERILOG_FILES = /design/flow/design.v
export SDC_FILE = /design/flow/constraint.sdc
export NUM_CORES = 4
export LEC_CHECK = 1
export CORE_AREA = 10 10 77 77
export DIE_AREA = 0 0 87 87
```

## flow/constraint.sdc

```tcl
current_design jump_beq

set clk_period 3.2
set clk_io_pct 0.2

create_clock -name clk0 -period $clk_period

set non_clock_inputs [all_inputs -no_clocks]
set_input_delay [expr $clk_period * $clk_io_pct] -clock clk0 $non_clock_inputs
set_output_delay [expr $clk_period * $clk_io_pct] -clock clk0 [all_outputs]
```

==> CHANGELOG.md <==
### Physical design

* Status: finished clean
* Antenna diode instance count at 0
* Warnings, synthesis at 1
* Top cells by area: sky130_fd_sc_hd__xnor2_1 (33%), sky130_fd_sc_hd__a21boi_2 (15%), sky130_fd_sc_hd__buf_4 (10%), sky130_fd_sc_hd__xor2_1 (9.4%), sky130_fd_sc_hd__a21boi_0 (9.2%)
* Proportion of layout cells with a drive suffix above 1 at 28.78%
* Post-synth top area share at 33.46%
* Number of cell rows at 24
* Largest driver fanout on the critical path at 4
* Top cells by count: sky130_fd_sc_hd__xnor2_1 (25), sky130_fd_sc_hd__a21boi_2 (9), sky130_fd_sc_hd__buf_4 (9), sky130_fd_sc_hd__a21boi_0 (8), sky130_fd_sc_hd__xor2_1 (7)
* Required @ worst endpoint at 2.56 ns
* Via count of the first global-routing pass at 1131
* Max capacitance violation total at 0
* Most common cell in the synthesized netlist: sky130_fd_sc_hd__xnor2_1
* GR Layer Usage met3 at 3.208%
* Met1 Track Usage GR at 10.27%
* Crit end category: primary output
* Number of cells in the yosys synthesis report at 78
* Detailed-routing iteration count for the pre-antenna-repair pass at 2
* Worst hold slack at 1.808 ns
* Number of warning messages in the logs at 41
* Number of antenna violations at the first check in global routing at 0
* Vias post-DR at 1004
* Storage element area at 0 µm²
* # DRC at 0
* Total die size at 0.007569 mm²
* Die outline height at 87 µm
* Number of distinct library cells after synthesis at 17
* Final number of hold-violating endpoints at 0
* Worst min-delay path class: input port to primary output
* Mapped Avg Cell Area at 8.389 µm²
* Routed wire per std cell at 13.95 µm
* Synthesis-to-finish area growth at 199.2%
* Top-level port count at 124
* Largest net degree at the start of global routing at 5
* Nature of the critical path startpoint: input port
* Number of pins exceeding their max-slew limit in the final report at 0
* Post-synth seq share at 0%
* Placer's final routability congestion estimate at 0.6945
* Average vias per placed instance at 3.907
* Total global-route track usage at 8.734%
* Cells after synthesis at 78
* Cell Area, Synth at 654.4 µm²
* Cell taking the most area after synthesis: sky130_fd_sc_hd__xnor2_1
* Global Route met2 Usage at 15.32%
* Setup repair after global routing missed its margin: no
* Post-DP HPWL at 3162 µm
* Startpoint-to-endpoint class of the critical path: input port to primary output
* # setup viols final at 0
* Global-route wire length before repair at 5471 µm
* Cell leakage power at 0.9612 nW
* Data arrival time of the critical path at 2.49 ns
* Count of hold-fix buffers inserted at cts at 0
* GRT busiest layer: met2
* Core footprint at 0.004354 mm²
* Highest Clock Rate at 319.5 MHz
* Power Total at 0.0001542 W
* Chip area line of the yosys report at 654.4 µm²
* Floorplan core density at 15.03%
* DR iter-0 viols at 9
* Grt ovf at 0
* Registers at 0
* Number of clock buffer instances in the layout at 0
* Final cycle utilization of the critical path at 97.80%
* Power per Cell Area at 78.76 mW/mm²
* Tally of nets with antenna violations remaining after routing at 0
* Detailed Route WL at 3586 µm
* Final period demand of the worst path at 3.129 ns
* Worst VDD drop at 0.03312 mV
* Die width at 87 µm
* Fillers at 432
* Count of port buffers added during placement at 106
==> kinds of logic (layout without fill, tap and decap cells) <==
| group | count (synthesis) | in the layout | synth area share, % |
|---|---|---|---|
| buffers and inverters | 14 | 133 | 15.49 |
| other | 1 | 9 | 0.5731 |
| XOR/XNOR | 32 | 32 | 42.83 |
| AND-OR/OR-AND | 17 | 17 | 24.67 |
| AND/OR/NAND/NOR | 14 | 14 | 16.44 |
==> path summary, 6_finish.rpt <==
check	start	to	slack [ns]	cells after the start
worst min-delay path	IR[28]	address[8]	1.81	5
worst max-delay path	IR[26]	address[1]	0.07	8
==> cell usage in the layout, fill, tap and decap left out, types with 6 or more instances in the layout <==
cell / count
sky130_fd_sc_hd__xor2_1: 7
sky130_fd_sc_hd__buf_4: 13
sky130_fd_sc_hd__dlygate4sd2_1: 23
sky130_fd_sc_hd__dlymetal6s2s_1: 14
sky130_fd_sc_hd__xnor2_1: 25
sky130_fd_sc_hd__buf_2: 16
sky130_fd_sc_hd__a21boi_2: 11
sky130_fd_sc_hd__buf_6: 8
sky130_fd_sc_hd__a21boi_1: 6
sky130_fd_sc_hd__nand4_1: 6
sky130_fd_sc_hd__clkdlybuf4s50_1: 52
sky130_fd_sc_hd__conb_1: 9
==> per-stage QoR <==
stage	util, %	cells	setup TNS, ns	instance area, µm²	setup slack [ns]
2_1_floorplan	-	86	0	684.4	0.6059
3_3_place_gp	40.92	239	-7.501	1782	-0.4318
3_5_place_dp	40.92	239	-7.641	1782	-0.4497
4_1_cts	43.68	257	0	1902	0.005638
5_1_grt	44.97	257	0	1958	0.0004872
6_report	44.97	257	0	1958	0.07055
==> layout make-up <==
cell class	count	area, µm²	share of cell area, %
tap	52	65.06	3.323
timing repair buffer	131	1257	64.22
multi-input combinational	72	628.1	32.08
inverter	2	7.507	0.3834
==> routing by layer <==
| layer | vias to the layer above | part of all wire [%] |
|---|---|---|
| met5 | - | 0 |
| met4 | 0 | 0.64 |
| met3 | 2 | 12 |
| met2 | 63 | 49 |
| met1 | 431 | 38 |
| li1 | 508 | - |
==> critical path, cell delays in order <==
cell and delay, ns:
sky130_fd_sc_hd__dlygate4sd2_1 0.23, sky130_fd_sc_hd__or4_4 0.56, sky130_fd_sc_hd__or3b_4 0.43, sky130_fd_sc_hd__buf_8 0.14, sky130_fd_sc_hd__buf_4 0.13, sky130_fd_sc_hd__buf_4 0.13, sky130_fd_sc_hd__a21boi_2 0.12, sky130_fd_sc_hd__buf_2 0.11
==> report_power, final <==
| group | internal [W] | switching [W] | total [W] |
|---|---|---|---|
| clock network | 0 | 0 | 0 |
| registers | 0 | 0 | 0 |
| logic | 0.000114 | 0.0000399 | 0.000154 |
| total | 0.000114 | 0.0000399 | 0.000154 |
==> timing repair <==
item	in CTS	in global routing
resized	95	20
setup endpoints to repair	19	11
buffers inserted	17	0
pin swaps	22	12
endpoints found under the hold margin	0	0
gates cloned	1	0
Power is estimated from default activity; no workload was simulated.
