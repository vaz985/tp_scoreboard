==> flow/design.v <==
module banco_de_registradores(
  input clock, 
  input reset,
  input[4:0] br_in_rs_decode,
  input[4:0] br_in_rt_decode,
  output reg[31:0] br_out_R_rs,
  output reg[31:0] br_out_R_rt,
  input wb_enable,
  input[4:0] br_in_dest_wb,
  input[31:0] br_in_data,
  output[31:0] outdisplay0,
  output[31:0] outdisplay1,
  output[31:0] outdisplay2,
  output[31:0] outdisplay3
);
reg [31:0] mem_pos [31:0];
assign outdisplay0 = mem_pos[8];
assign outdisplay1 = mem_pos[9];
assign outdisplay2 = mem_pos[10];
assign outdisplay3 = mem_pos[11];
always @(posedge clock) 
begin
  if(reset == 1) begin
    mem_pos[0] <= 32'b0;
    mem_pos[1] <= 32'b0;
    mem_pos[2] <= 32'b0;
    mem_pos[3] <= 32'b0;
    mem_pos[4] <= 32'b0;
    mem_pos[5] <= 32'b0;
    mem_pos[6] <= 32'b0;
    mem_pos[7] <= 32'b0;
    mem_pos[8] <= 32'b0;
    mem_pos[9] <= 32'b0;
    mem_pos[10] <= 32'b0;
    mem_pos[11] <= 32'b0;
    mem_pos[12] <= 32'b0;
    mem_pos[13] <= 32'b0;
    mem_pos[14] <= 32'b0;
    mem_pos[15] <= 32'b0;
    mem_pos[16] <= 32'b0;
    mem_pos[17] <= 32'b0;
    mem_pos[18] <= 32'b0;
    mem_pos[19] <= 32'b0;
    mem_pos[20] <= 32'b0;
    mem_pos[21] <= 32'b0;
    mem_pos[22] <= 32'b0;
    mem_pos[23] <= 32'b0;
    mem_pos[24] <= 32'b0;
    mem_pos[25] <= 32'b0;
    mem_pos[26] <= 32'b0;
    mem_pos[27] <= 32'b0;
    mem_pos[28] <= 32'b0;
    mem_pos[29] <= 32'b0;
    mem_pos[30] <= 32'b0;
    mem_pos[31] <= 32'b0;
	 end
    else if(wb_enable == 1 && br_in_dest_wb != 4'b0000 ) begin
      mem_pos[br_in_dest_wb] <= br_in_data;
    end 
end
always @(br_in_rs_decode, br_in_rt_decode)
begin
  br_out_R_rs <= mem_pos[br_in_rs_decode];
  br_out_R_rt <= mem_pos[br_in_rt_decode];
end
endmodule
==> flow/run.sh <==
#!/bin/bash
# OpenROAD 26Q1-2900-gdf79404cd8, Yosys 0.63+post, stock flow scripts
make -C /OpenROAD-flow-scripts/flow DESIGN_CONFIG=/design/flow/config.mk WORK_HOME=/design/flow/orfs finish
==> flow/config.mk <==
export PLATFORM = sky130hd
export DESIGN_NAME = banco_de_registradores
export DESIGN_NICKNAME = banco_de_registradores
export VERILOG_FILES = /design/flow/design.v
export SDC_FILE = /design/flow/constraint.sdc
export NUM_CORES = 4
export LEC_CHECK = 1
export CORE_UTILIZATION = 40
==> flow/constraint.sdc <==
current_design banco_de_registradores

set clk_period 19.5
set clk_io_pct 0.2

create_clock -name clk0 -period $clk_period [get_ports {clock}]

set non_clock_inputs [all_inputs -no_clocks]
set_input_delay [expr $clk_period * $clk_io_pct] -clock clk0 $non_clock_inputs
set_output_delay [expr $clk_period * $clk_io_pct] -clock clk0 [all_outputs]
==> results.yml <==
# implementation run metrics
logic_synthesis:
  common_cells: "edfxtp_1, mux2i_1, and2_1"
  yosysCellCount: 4605
  top_area_cell: "edfxtp_1"
  avgSynthCellArea_sq_um: 12.1
  async_flop_share_pct: 0
  top_area_share_pct: 55.0
  topCellsByArea: "edfxtp_1, mux2i_1, and2_1"
  ys_chip_area_sq_mm: 0.0559
  synth_area_sq_mm: 0.0559
  synth_cell_types: 29
  netlist_instances: 4605
  synth_seq_share_pct: 55.0
  edf_count: 1024
  ys_ff: 1024
  ys.flop_type: "edfxtp_1"
  synth_warnings: 1
clock_tree:
  numCtsBuffers: 109
  cts_resized: 0
  clock_path_buffers: 3
  cts_num_sinks: 1024
  root_buffer: "clkbuf_16"
  cts_tree: "done"
  post_cts_buffers: 0
  holdBufCountCts: 0
  path_clk_slew_ns: 0.06
  h-tree-depth: 3
layout:
  comb_area_sq_mm: 0.0232
  reg_top3: "mem_pos (1024)"
  fillers: 12000
  drive_gt1_share_pct: 7.73
  design_area_sq_mm: 0.0631
  seqCellArea_sq_mm: 0.0307
  regMostFlops: "mem_pos"
  synthToLayoutAreaGrowth_pct: 12.8
  largest_reg_flops: 1024
detailed_routing:
  viasPerCell: 5.78
  drc: 0
  wl_microns: 205000
  dr.pass1.iters: 6
  avgRoutedWirePerCell_microns: 30.9
  ant_nets: 0
  first_iter_violations: 2731
  via_count: 38400
place:
  placed_area_sq_mm: 0.0600
  place_ws_ns: 7.22
  portBuffers: 241
  place_congestion: 0.906
  place_hpwl_microns: 121000
min_path:
  hold_path_class: "in2reg"
worst_setup_path:
  crit_path_start_kind: "input pin"
  crit_family: "buffers and inverters"
  critical_path_class: "in2out"
  arrival_ns: 8.52
  path_cells: "buf_8 > buf_4 > buf_4 > buf_12 > buf_4 > mux2i_1 > a21oi_1 > nand3_1 > nand3_1 > clkdlybuf4s50_1"
  crit_path_end_kind: "primary output"
  slowest_delay_ns: 0.67
  cpMostUsedCell: "buf_4"
  path_max_fanout: 73
  cp.required_ns: 15.60
  worst_path_max_delay_cell: "buf_4"
  crit_buf_inv: 6
global_route:
  grt_pass1_vias: 38900
  track_usage_pct: 30.8
  antenna_found_initial: 6
  grt_pass1_wl_microns: 287000
  grt_max_degree: 82
  overflow: 0
power:
  p_leak_nw: 24.3
  finalPower_w: 0.00517
  ir_worst_vdd_mv: 0.0615
  powerDensity_mw_per_mm2: 82.0
final_timing:
  fin_ws_ns: 7.08
  slew_viol_final: 0
  rsz0062_at_grt: "false"
  hold_viol: 0
  fin_tns_setup_ns: 0
  setup_viol: 0
  worst_pin_slew_ns: 0.953
  min_period_over_period_pct: 63.7
  clock.fmax_mhz: 80.5
  min_period_ns: 12.42
  max_slew_margin_pct: 36.5
floorplan:
  rows: 136
  die_y_microns: 376
  core_area_sq_mm: 0.138
  fp_util_pct: 40.5
  dieArea_sq_mm: 0.141
  die_width_microns: 376
  ios: 242
run:
  drv_cap: 0
  warnings: 26
status:
  status: "finished, final reports clean"
==> cell usage in the layout (no fill, tap or decap), types with 3 or more instances in the layout <==
master / count
nor3_1: 64
nor2_4: 18
nor2b_4: 4
clkbuf_1: 27
nand2b_2: 4
a22o_1: 128
conb_1: 32
nand3b_1: 3
edfxtp_1: 1024
a21oi_1: 192
clkbuf_16: 111
or2_2: 33
buf_4: 154
mux2i_1: 1024
a22oi_1: 192
nand2_1: 194
diode_2: 7
a31oi_1: 64
and2_1: 992
nand3_1: 193
clkinv_1: 34
clkdlybuf4s50_1: 238
clkinv_2: 11
nor2_2: 15
buf_12: 4
==> kinds of logic after synthesis <==
| logic type | Yosys count | share of synthesized area (%) |
|---|---|---|
| AND/OR/NAND/NOR | 1534 | 15.8 |
| multiplexers | 1024 | 18.3 |
| flip-flops | 1024 | 55.0 |
| AND-OR/OR-AND | 576 | 7.02 |
| buffers and inverters | 446 | 3.86 |
| other | 1 | 0.00671 |
==> per-layer routing <==
layer / routed length [microns] / vias to the layer above / GRT usage, %
li1: - / 17000 / -
met1: 73800 / 18600 / 38.6
met2: 88800 / 2333 / 43.1
met3: 35300 / 391 / 22.4
met4: 6700 / 17 / 8.09
met5: 686 / - / 3.53
==> final cells by class <==
class	count	area share (%)
Multi-Input combinational cell	3166	36.8
Antenna cell	7	0.0278
Tap cell	1863	3.70
Sequential cell	1024	48.8
Clock buffer	138	4.56
Clock inverter	48	0.327
Timing Repair Buffer	399	5.79
==> worst paths after layout <==
path / slack [ns] / to / start / depth (start not counted)
worst max-delay path: 7.08 / br_out_R_rs[17] / br_in_rs_decode[1] / 10
worst min-delay path: 3.85 / mem_pos[0][31] / reset / 2
==> report_power, final <==
group          internal (W)  switching (W)
clock               0.00103       0.000856
combinational      0.000252       0.000417
sequential          0.00254      0.0000733
total               0.00382        0.00135
==> metrics by stage <==
step / util [%] / hold WS, ns / std cells
after CTS: 45.7 / 3.82 / 6638
after global routing: 45.7 / 3.86 / 6638
final: 45.7 / 3.85 / 6645
after detailed placement: 43.5 / 4.59 / 6452
after global placement: 43.5 / 4.58 / 6452
after floorplan: - / 4.10 / 4636
Power figures rest on the tool's default switching activity, not on a simulated workload.
