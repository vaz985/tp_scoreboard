==> ./design.v <==
module stall(
  input [31:0] decode,
  input [31:0] execute,
  input [31:0] memory,
  input [31:0] wrback,
  output reg stall
);
wire[5:0] opcode; 
assign opcode = decode[31:26];
wire[4:0] rs;     
assign rs = decode[25:21];
wire[4:0] rt;     
assign rt = decode[20:16];
wire[5:0] funct;  
assign funct = decode[5:0];
always @( decode,  execute,  memory,  wrback) begin
  if(execute[31:26] == 6'b100011) begin
	 if(opcode == 6'b000000 && ( funct == 100000 || funct == 100010)) begin
	   if( execute[20:16] == rs || execute[20:16] == rt ) begin
		  stall <= 1;
		end
		else begin
	     stall <= 0;
		end
	 end
	 else
	 if(opcode == 6'b001000 || opcode == 6'b100011) begin
      if( execute[20:16] == rs ) begin
		  stall <= 1;
		end
		else begin
		  stall <= 0;
		end
	 end
	 else
	 if(opcode == 6'b000100 || opcode == 6'b101011) begin
	   if( execute[20:16] == rs || execute[20:16] == rt ) begin
		  stall <= 1;
		end
		else begin
		  stall <= 0;
		end
	 end
	 else begin
	   stall <= 0;
	 end
  end
  else
  if(memory[31:26] == 6'b100011) begin
	 if(opcode == 6'b000000 && ( funct == 100000 || funct == 100010)) begin
	   if( memory[20:16] == rs || memory[20:16] == rt ) begin
		  stall <= 1;
		end
		else begin
	     stall <= 0;
		end
	 end
	 else
	 if(opcode == 6'b001000 || opcode == 6'b100011) begin
      if( memory[20:16] == rs ) begin
		  stall <= 1;
		end
		else begin
		  stall <= 0;
		end
	 end
	 else
	 if(opcode == 6'b000100 || opcode == 6'b101011) begin
	   if( memory[20:16] == rs || memory[20:16] == rt ) begin
		  stall <= 1;
		end
		else begin
		  stall <= 0;
		end
	 end
	 else begin
	   stall <= 0;
	 end
  end
  else begin
    stall <= 0;
  end
end
endmodule
==> ./run.sh <==
#!/bin/bash
# OpenROAD 26Q1-2900-gdf79404cd8, Yosys 0.63+post, stock flow scripts
make -C /OpenROAD-flow-scripts/flow DESIGN_CONFIG=/design/flow/config.mk WORK_HOME=/design/flow/orfs finish
==> ./config.mk <==
export PLATFORM = sky130hd
export DESIGN_NAME = stall
export DESIGN_NICKNAME = stall
export VERILOG_FILES = /design/flow/design.v
export SDC_FILE = /design/flow/constraint.sdc
export NUM_CORES = 4
export LEC_CHECK = 1
export CORE_AREA = 10 10 70 70
export DIE_AREA = 0 0 80 80
==> ./constraint.sdc <==
current_design stall

set clk_period 3.1
set clk_io_pct 0.2

create_clock -name clk0 -period $clk_period

set non_clock_inputs [all_inputs -no_clocks]
set_input_delay [expr $clk_period * $clk_io_pct] -clock clk0 $non_clock_inputs
set_output_delay [expr $clk_period * $clk_io_pct] -clock clk0 [all_outputs]
==> flow_summary.json <==
{
  "synth_area_leader_cell": "xnor2_1",
  "drive_gt1_share_pct": 20.4,
  "max_slew_margin_pct": 82.0,
  "die_y_um": 80,
  "post-cts-setup-buffer-count": 0,
  "crit_path_end_kind": "primary output",
  "synthAoiAreaFrac_pct": 14.3,
  "warnings": 122,
  "fp.dieW_um": 80,
  "comb_area_um2": 357,
  "whs_ns": 1.93,
  "routed_wl_mm": 1.59,
  "finalCritPeriodShare_pct": 94.1,
  "cts_resized": 12,
  "p_int_mw": 0.0687,
  "p_leak_nw": 0.309,
  "grt_setup_unrepaired": "false",
  "start_kind": "input port",
  "first_global_vias": 575,
  "vias": 508,
  "peakVddDrop_mv": 0.0446,
  "fp_util_pct": 9.74,
  "hold_depth": 4,
  "track_usage_pct": 4.69,
  "yosysWarnings": 1,
  "chipArea_mm2": 0.00640,
  "post_drt_wl_per_cell_um": 11.5,
  "maxCapViolCount": 0,
  "dp_slack_ns": -0.313,
  "area_leaders": "xnor2_1 34%, xor2_1 21%, nand3_1 7.5%",
  "synthXorXnorAreaFrac_pct": 55.3,
  "top_logic_kind": "XOR/XNOR gates",
  "fmax_ghz": 0.343,
  "power_frac_seq_pct": 0,
  "ys_sh_mux_pct": 0,
  "adder_share_pct": 0,
  "dpl_cell_area_um2": 878,
  "finalMaxSlewViolations": 0,
  "ant_nets": 0,
  "gp_congestion": 0.718,
  "switchingPower_mw": 0.0324,
  "placed_cells": 139,
  "nFillCells": 381,
  "p_sw_share_pct": 32.1,
  "yosysSeqAreaShare_pct": 0,
  "crit_type": "in -> out",
  "period_minus_slack_ns": 2.92,
  "gr-total-overflow": 0,
  "combPwrFrac_pct": 100.0,
  "required_ns": 2.48,
  "cp_max_fo": 3,
  "finalHoldViolCount": 0,
  "flop-count": 0,
  "setup_violations": 0,
  "core-area_mm2": 0.00342,
  "p_clk_share_pct": 0,
  "drc": 0,
  "syn_avg_cell_area_um2": 8.12,
  "nClkBuffers": 0,
  "num_rows": 21,
  "arrival_ns": 2.30,
  "ff_latch_area_um2": 0,
  "drt_iter0_markers": 2,
  "min_path_type": "in -> out",
  "netlist_area_um2": 333,
  "fin_cells": 139,
  "ios": 129,
  "yosys_area_um2": 333,
  "portBuffers": 39,
  "p_total_mw": 0.101,
  "synth_cells": 41,
  "stdcell_area_um2": 893,
  "outcome": "completed",
  "yosysUniqueCellTypes": 14,
  "antenna_found_initial": 0,
  "syn_to_final_growth_pct": 168,
  "worst_slew_pin_slew_ns": 0.267,
  "grt_pass1_wl_mm": 2.51,
  "first_pass_iters": 4,
  "ys_sh_simple_pct": 30.5,
  "yosys_cells": 41,
  "top_area_share_pct": 34.2,
  "powerDensity_mw_per_mm2": 113,
  "viasPerCell": 3.65,
  "num_antenna_cells": 0,
  "grt_max_degree": 5,
  "setup_slack_ns": 0.183,
  "hold_buffers": 0
}
-- placed cells by master (no fill, tap or decap) --
cell type	count
a211oi_4	1
a221oi_2	1
a31oi_1	1
buf_4	13
clkdlybuf4s50_1	32
dlygate4sd2_1	7
nand3_1	5
nand4b_1	2
nor3_1	2
nor4_1	1
nor4_2	1
nor4b_1	2
o2111ai_2	1
o21ai_1	1
or4_2	1
or4b_4	1
xnor2_1	13
xor2_1	8
-- per-layer routing --
| metal | GRT usage (%) | share of wire, % | vias up |
|---|---|---|---|
| met4 | 0 | 0 | 0 |
| met1 | 5.88 | 43 | 226 |
| met2 | 8.11 | 48 | 19 |
| met3 | 1.48 | 8.7 | 0 |
| met5 | 0 | 0 | - |
| li1 | - | - | 263 |
-- synthesized netlist by cell type (all sizes together) --
library cell / number
nor4b: 2
nor4: 2
o21ai: 1
a221oi: 1
or4b: 1
a31oi: 1
xnor2: 13
or4: 1
xor2: 8
nand3: 5
nand4b: 2
nor3: 2
a211oi: 1
o2111ai: 1
-- cell families (layout without fill, tap and decap cells) --
logic type,count (synthesis),after routing
xor gates and xnor gates,21,21
AOI/OAI and AO/OA,5,5
buffers and inverters,0,52
and+or+nand+nor,15,15
-- path summary, 6_finish.rpt --
check	startpoint	endpoint
hold / removal	decode[27]	stall
setup / recovery	decode[31]	stall
-- per-stage QoR --
| step | setup TNS (ns) | utilization (%) |
|---|---|---|
| final | 0 | 26.2 |
| after global routing | 0 | 26.2 |
| after CTS | 0 | 26.2 |
| after detailed placement | -0.313 | 25.7 |
| after global placement | -0.289 | 25.7 |
| after floorplan | 0 | - |
-- layout make-up --
cell class         count  area share (%)
repair buffers        52            53.6
multi-input cells     41            39.9
well taps             46            6.44
-- critical path, stage by stage --
cell and delay (ns):
dlygate4sd2_1 0.26, or4b_4 0.55, a211oi_4 0.25, nor4_1 0.09, o21ai_1 0.20, a221oi_2 0.08
dlygate4sd2_1 0.25
-- power groups by stage --
stage | Clock, mW | Sequential, mW | Combinational, mW
CTS | 0 | 0 | 0.102
global route | 0 | 0 | 0.109
finish | 0 | 0 | 0.101
Power figures rest on the tool's default switching activity, not on a simulated workload.
